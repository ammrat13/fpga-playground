**flow/config.mk**
```make
export PLATFORM = sky130hd
export DESIGN_NAME = rv32_vga
export DESIGN_NICKNAME = rv32_vga
export VERILOG_FILES = /design/flow/design.v
export SDC_FILE = /design/flow/constraint.sdc
export NUM_CORES = 4
export LEC_CHECK = 1
export CORE_UTILIZATION = 30
export SYNTH_MEMORY_MAX_BITS = 65536
```
**flow/constraint.sdc**
```tcl
current_design rv32_vga

set clk_period 1.8
set clk_io_pct 0.2

create_clock -name clk0 -period $clk_period [get_ports {clk}]
create_clock -name clk1 -period $clk_period [get_ports {clk_25}]

set non_clock_inputs [all_inputs -no_clocks]
set_input_delay [expr $clk_period * $clk_io_pct] -clock clk0 $non_clock_inputs
set_output_delay [expr $clk_period * $clk_io_pct] -clock clk0 [all_outputs]
```
**flow/design.v**
```verilog
module char_buf #(
    parameter CHAR_ROWS = 12,
    parameter CHAR_COLS = 8,
    parameter CHAR_ADDR_WIDTH = $clog2((640*480)/(CHAR_ROWS*CHAR_COLS))
) (
    input wire clk_write,
    input wire clk_25,
    input wire write_en,
    input wire [CHAR_ADDR_WIDTH-1 : 0] waddr,
    input wire                 [6 : 0] wdata,
    input wire [CHAR_ADDR_WIDTH-1 : 0] raddr,
    output reg                 [6 : 0] rdata,
    output reg write_done
);
    reg [6:0] cbuf [2**CHAR_ADDR_WIDTH-1 : 0];
    always @(posedge clk_write) begin
        if(write_en) begin
            cbuf[waddr] <= wdata;
            if(!write_done) begin
                write_done <= 1'b1;
            end else begin
                write_done <= 1'b0;
            end
        end else begin
            write_done <= 1'b0;
        end
    end
    always @(posedge clk_25) begin
        rdata <= cbuf[raddr];
    end
    initial begin : initialize_char_buf
        integer i;
        for(i = 0; i < 2**CHAR_ADDR_WIDTH-1; i = i + 1) begin
            cbuf[i] = 7'h00;
        end
    end
endmodule
module vga #(
    parameter INIT = "",
    parameter CHAR_ROWS = 12,
    parameter CHAR_COLS = 8,
    parameter CHAR_ADDR_WIDTH = $clog2((640*480)/(CHAR_ROWS*CHAR_COLS))
) (
    input wire clk_25,
    output wire [CHAR_ADDR_WIDTH-1 : 0] char_num,
    input wire                  [6 : 0] char_val,
    output wire [11:0] vga_colors,
    output wire        vga_hs,
    output wire        vga_vs
);
    reg char_rom [128*CHAR_ROWS*CHAR_COLS - 1 : 0];
    initial begin : initialize_chars
        if(INIT != "") begin
            $readmemb(INIT, char_rom);
        end
    end
    wire [9:0] col;
    wire [9:0] row;
    wire [$clog2(640/CHAR_COLS) - 1 : 0] char_idx_col;
    wire     [$clog2(CHAR_COLS) - 1 : 0] char_sub_col;
    wire [$clog2(480/CHAR_ROWS) - 1 : 0] char_idx_row;
    wire     [$clog2(CHAR_ROWS) - 1 : 0] char_sub_row;
    wire col_ov;
    wire row_ov;
    assign char_num = char_idx_row * (640/CHAR_COLS) + char_idx_col;
    mod_n_counter #(
        .N(800)
    ) col_count (
        .clk(clk_25),
        .write_en(1'b1),
        .rst(1'b0),
        .will_ov(col_ov),
        .r(col)
    );
    mod_n_counter #(
        .N(525)
    ) row_count (
        .clk(clk_25),
        .write_en(col_ov),
        .rst(1'b0),
        .will_ov(row_ov),
        .r(row)
    );
    mod_n_counter #(
        .N(CHAR_COLS),
        .MAX(640)
    ) char_col_count (
        .clk(clk_25),
        .write_en(1'b1),
        .rst(col_ov),
        .r(char_sub_col),
        .q(char_idx_col)
    );
    mod_n_counter #(
        .N(CHAR_ROWS),
        .MAX(480)
    ) char_row_count (
        .clk(clk_25),
        .write_en(col_ov),
        .rst(row_ov),
        .r(char_sub_row),
        .q(char_idx_row)
    );
    reg [9:0] col_delay;
    reg [9:0] row_delay;
    reg [$clog2(CHAR_COLS) - 1 : 0] char_sub_col_delay;
    reg [$clog2(CHAR_ROWS) - 1 : 0] char_sub_row_delay;
    wire in_hblank = col_delay >= 10'd640;
    wire in_vblank = row_delay >= 10'd480;
    always @(posedge clk_25) begin
        col_delay <= col;
        row_delay <= row;
        char_sub_col_delay <= char_sub_col;
        char_sub_row_delay <= char_sub_row;
    end
    assign vga_hs = col_delay < 10'd656 || 10'd752 <= col_delay;
    assign vga_vs = row_delay < 10'd490 || 10'd492 <= row_delay;
    assign vga_colors = 12'hfff & {12{
                            (!in_hblank && !in_vblank) &&
                            char_rom[
                                char_val*CHAR_ROWS*CHAR_COLS
                                + char_sub_row_delay*CHAR_COLS
                                + char_sub_col_delay
                            ]
                        }};
endmodule
module rv32_vga #(
    parameter INIT = "",
    parameter CHAR_ROWS = 12,
    parameter CHAR_COLS = 8,
    parameter CHAR_ADDR_WIDTH = $clog2((640*480)/(CHAR_ROWS*CHAR_COLS))
) (
    input wire clk,
    input wire clk_25,
    input wire  rv32_valid,
    output wire rv32_ready,
    input wire [31:0] rv32_addr,
    input wire [31:0] rv32_wdata,
    input wire  [3:0] rv32_wstrb,
    output wire [11:0] vga_colors,
    output wire        vga_hs,
    output wire        vga_vs
);
    wire [1:0] offset = (rv32_wstrb == 4'b0001) ? 2'h0 :
                        (rv32_wstrb == 4'b0010) ? 2'h1 :
                        (rv32_wstrb == 4'b0100) ? 2'h2 :
                        (rv32_wstrb == 4'b1000) ? 2'h3 :
                        2'h0;
    wire [6:0] real_wdata = (rv32_wstrb == 4'b0001) ? rv32_wdata[ 6: 0] :
                            (rv32_wstrb == 4'b0010) ? rv32_wdata[14: 8] :
                            (rv32_wstrb == 4'b0100) ? rv32_wdata[22:16] :
                            (rv32_wstrb == 4'b1000) ? rv32_wdata[30:24] :
                            7'h0;
    wire [CHAR_ADDR_WIDTH-1 : 0] cbuf_addr;
    wire                 [6 : 0] cbuf_data;
    char_buf #(
        .CHAR_ROWS(CHAR_ROWS),
        .CHAR_COLS(CHAR_COLS)
    ) cbuf (
        .clk_write(clk),
        .clk_25(clk_25),
        .write_en(rv32_valid),
        .waddr(rv32_addr + offset),
        .wdata(real_wdata),
        .raddr(cbuf_addr),
        .rdata(cbuf_data),
        .write_done(rv32_ready)
    );
    vga #(
        .INIT(INIT),
        .CHAR_ROWS(CHAR_ROWS),
        .CHAR_COLS(CHAR_COLS)
    ) vga (
        .clk_25(clk_25),
        .char_num(cbuf_addr),
        .char_val(cbuf_data),
        .vga_colors(vga_colors),
        .vga_hs(vga_hs),
        .vga_vs(vga_vs)
    );
endmodule
module mod_n_counter #(
    parameter N = 1,
    parameter MAX = N
) (
    input wire clk,
    input wire write_en,
    input wire rst,
    output wire will_ov,
    output reg [$clog2(N)-1 : 0] r = 0,
    output reg [$clog2(MAX) - $clog2(N) : 0] q = 0
);
    assign will_ov = r == N-1;
    always @(posedge clk) begin
        if(rst) begin
            r <= 0;
            q <= 0;
        end else if(write_en) begin
            if(r == N-1) begin
                r <= 0;
                q <= q + 1;
            end else begin
                r <= r + 1;
            end
        end
    end
endmodule
```
**flow/run.sh**
```bash
#!/bin/bash
# OpenROAD 26Q1-2900-gdf79404cd8, Yosys 0.63+post, stock flow scripts
make -C /OpenROAD-flow-scripts/flow DESIGN_CONFIG=/design/flow/config.mk WORK_HOME=/design/flow/orfs finish
```
==> flow_summary.yaml <==
# implementation run metrics
finish:
  drive_gt1_share_pct: 13.33
  fin_area_sq_um: 1618
  syn_to_final_growth_pct: 14.12
  fillerInstances: 422
  final_util_pct: 36.40
job:
  openroad.warnings: 96
  cap_viol_max_count: 0
hold_path:
  min_from: "cbuf.write_done"
  hold_path_class: "reg -> reg"
  worstHoldEndpoint: "cbuf.write_done"
  whs_path_depth: 1
run_status:
  outcome: "finished, final reports clean"
sta:
  drv_slew: 0
  hold_viol: 0
  finalClockSkew_ns: 0.005237
  finalSetupViolCount: 0
  tns_ns: 0
  holdWs_ns: 0.3981
global_route:
  antenna_found_initial: 0
  grt_use_total_pct: 9.076
  grt_pass1_vias: 817
  overflow: 0
  grt_max_degree: 12
  grt_pass1_wl_mm: 3.588
routing:
  postRouteAntennaNets: 0
  detail_route.wirelength_mm: 2.003
  vias_per_cell: 4.524
  routedWlPerCell_um: 10.71
  vias: 846
  drc: 0
  antenna_cells: 0
  drt-pass1-iter-count: 4
  drtIter0Drc: 55
pwr:
  powerDensity_nw_per_um2: 960.9
  vdd_ir_drop_max_v: 0.0005072
  leakage_nw: 0.6751
  power_mw: 1.555
critical_path:
  cp.required_ns: 1.44
  critPathLaunchType: "flip-flop"
  reg2reg_from: "vga.row_count.r[0]"
  cp.arrival_ns: 1.37
  crit_cells: 4
  cp_slowest_cell: "clkdlybuf4s50_1"
  cp-end-kind: "output pin"
  critPathKind: "reg -> out"
  cpPeakStageDelay_ns: 0.45
  r2r_slack_ns: 0.21
  path_cells: "nor3_1 > nor3_1 > nand2_1 > clkdlybuf4s50_1"
  crit_fanout: 2
  path_buffers: 1
  crit_family: "buffers and inverters"
  r2r_end: "vga.row_count.r[4]"
  worst_path_most_repeated_cell: "nor3_1"
  reg2reg_depth: 5
die:
  die_h_um: 70.74
  core_sq_um: 4444
  die-area_sq_um: 5004
  die_w_um: 70.74
  rows: 24
  io_pins: 86
  fp-utilization_pct: 31.90
synth:
  yosysWarnings: 8
  area_leaders: "dfxtp_1 (37%), edfxtp_1 (21%), buf_4 (6.4%)"
  ys_seq_share_pct: 57.90
  ys_top_cells_by_count: "dfxtp_1 (26), buf_4 (12), edfxtp_1 (10)"
  async_flop_share_pct: 0
  syn_inst: 122
  netlist_area_sq_um: 1418
  synth_stat.cells: 122
  synth-edff-count: 10
  yosys_most_used_dff: "dfxtp_1"
  numSynthFlops: 36
  synth_top_cell_by_area: "dfxtp_1"
  postSynthAreaPerCell_sq_um: 11.62
  ys_area_sq_um: 1418
  yosys.cell_types.count: 32
  top_area_share_pct: 36.72
  synth.most_common_cell: "dfxtp_1"
cts:
  cts.clk_slew.worst_paths_ns: 0.07
  clk_path_buf_depth: 2
  numCtsBuffers: 5
  cts_tree: "built"
  hold_buffers: 0
  postCtsSetupBuffers: 0
  htree_levels: 2
  cts_resized: 0
  cts-root-buf: "clkbuf_8"
placement:
  place.gp.congestion: 0.8297
  placed_area_sq_um: 1494
  port_buffers: 4
  dp_hpwl_mm: 1.321
## cell families (layout without fill, tap and decap cells)
kind of cell | count (synthesis) | after routing | share of synthesized area [%]
AND-OR/OR-AND | 8 | 8 | 3.265
XOR/XNOR | 12 | 12 | 7.414
adder cells (fa/ha/maj) | 3 | 3 | 2.648
buffers and inverters | 14 | 16 | 6.885
flip-flops | 36 | 36 | 57.90
multiplexers | 1 | 1 | 0.7061
other | 1 | 12 | 0.2645
AND/OR/NAND/NOR | 47 | 47 | 20.92
## sequential cells by signal, indices dropped and copies added, names as in the netlist
register,cells
vga.col_count.r,10
vga.row_count.r,10
vga.col_delay,6
cbuf.write_done,1
vga.row_delay,9
## per-stage QoR
step | cells | setup slack (ns)
2_1_floorplan | 133 | 0.1012
3_3_place_gp | 179 | 0.2574
3_5_place_dp | 179 | 0.2197
4_1_cts | 187 | 0.07354
5_1_grt | 187 | -0.01251
6_report | 187 | 0.06954
## final cells by class
cell class                      count  area [sq um]  share of cell area, %
Clock inverter                      2         35.03                  2.166
Sequential cell                    36         820.8                  50.73
Timing Repair Buffer                6         55.05                  3.403
Multi-Input combinational cell     83         551.8                  34.11
Clock buffer                        6         82.58                  5.104
Tap cell                           52         65.06                  4.022
Inverter                            2         7.507                 0.4640
## metal layers
metal | vias up | wire, um | share of wire (%) | global-route usage [%]
li1 | 430 | - | - | -
met1 | 388 | 1021 | 51 | 14.18
met2 | 24 | 834 | 42 | 13.14
met3 | 4 | 123 | 6.1 | 2.890
met4 | 0 | 23 | 1.1 | 1.333
met5 | - | 0 | 0 | 0
## worst max path at each step
stage	startpoint	end	slack, ns
CTS	vga.row_delay[4]	vga_vs	0.07
global route	vga.row_delay[5]	vga_vs	-0.01
finish	vga.col_delay[6]	vga_hs	0.07
## cell usage in the layout, fill, tap and decap left out, drive strengths merged
master and count:
bufinv 1, o21ai 1, and3b 1, clkinv 1, a31oi 1, clkbuf 6, mux2i 1, and3 4
xor2 7, dfxtp 26, nand2 7, nor4bb 1, or4 2, or3 2, edfxtp 10, a21oi 4
nand4 4, ha 3, nor2 7, conb 12, nor2b 4, nand3 6, nand4bb 1, buf 2
nor3 4, nor4b 1, clkdlybuf4s50 4, and4 1, xnor2 5, inv 2, nor3b 1, o31ai 2
nor4 1
## power breakdown
part	switching, mW	internal [mW]	total (mW)	leakage, nW
clock network	0.271	0.448	0.719	0.0612
logic	0.00113	0.00485	0.00598	0.288
registers	0.000627	0.829	0.830	0.326
Power is estimated from default activity; no workload was simulated.
