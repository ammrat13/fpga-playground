--- /design/flow/config.mk ---
export PLATFORM = sky130hd
export DESIGN_NAME = rv32_sevenseg_reg
export DESIGN_NICKNAME = rv32_sevenseg_reg
export VERILOG_FILES = /design/flow/design.v
export SDC_FILE = /design/flow/constraint.sdc
export NUM_CORES = 4
export LEC_CHECK = 1
export CORE_UTILIZATION = 40
--- /design/flow/constraint.sdc ---
current_design rv32_sevenseg_reg

set clk_period 2.4
set clk_io_pct 0.2

create_clock -name clk0 -period $clk_period [get_ports {clk}]

set non_clock_inputs [all_inputs -no_clocks]
set_input_delay [expr $clk_period * $clk_io_pct] -clock clk0 $non_clock_inputs
set_output_delay [expr $clk_period * $clk_io_pct] -clock clk0 [all_outputs]
--- /design/flow/run.sh ---
#!/bin/bash
# OpenROAD 26Q1-2900-gdf79404cd8, Yosys 0.63+post, stock flow scripts
make -C /OpenROAD-flow-scripts/flow DESIGN_CONFIG=/design/flow/config.mk WORK_HOME=/design/flow/orfs finish
--- /design/flow/design.v ---
module sevenseg_reg_single (
    input wire clk,
    input wire write_en,
    input wire [3:0] data,
    output reg [6:0] sevenseg
);
    wire [6:0] res;
    bin_2_sevenseg converter (
        .bin(data),
        .sevenseg(res)
    );
    always @(posedge clk) begin
        if(write_en) begin
            sevenseg <= res;
        end
    end
    initial sevenseg = 7'b1000000;
endmodule
module sevenseg_reg #(
    parameter HEXTETS = 8
) (
    input wire clk,
    input wire [HEXTETS-1:0] write_en,
    input wire [4*HEXTETS-1:0] data,
    output wire [7*HEXTETS-1:0] sevenseg
);
    generate
        genvar i;
        for(i = 0; i < HEXTETS; i = i + 1) begin : regs
            sevenseg_reg_single r (
                .clk(clk),
                .write_en(write_en[i]),
                .data(data[4*i+3 : 4*i]),
                .sevenseg(sevenseg[7*i+6 : 7*i])
            );
        end
    endgenerate
endmodule
module rv32_sevenseg_reg (
    input wire clk,
    input wire rv32_valid,
    output wire rv32_ready,
    input wire [31:0] rv32_wdata,
    input wire  [3:0] rv32_wstrb,
    output wire [55:0] sevenseg
);
    assign rv32_ready = 1'b1;
    wire [7:0] write_en = {8{rv32_valid}}
                            & { {2{rv32_wstrb[3]}},
                                {2{rv32_wstrb[2]}},
                                {2{rv32_wstrb[1]}},
                                {2{rv32_wstrb[0]}} };
    sevenseg_reg #(
        .HEXTETS(8)
    ) r (
        .clk(clk),
        .write_en(write_en),
        .data(rv32_wdata),
        .sevenseg(sevenseg)
    );
endmodule
module bin_2_sevenseg (
    input wire  [3:0] bin,
    output wire [6:0] sevenseg
);
    assign sevenseg =   (bin == 4'h0) ? 7'b1000000 :
                        (bin == 4'h1) ? 7'b1111001 :
                        (bin == 4'h2) ? 7'b0100100 :
                        (bin == 4'h3) ? 7'b0110000 :
                        (bin == 4'h4) ? 7'b0011001 :
                        (bin == 4'h5) ? 7'b0010010 :
                        (bin == 4'h6) ? 7'b0000010 :
                        (bin == 4'h7) ? 7'b1111000 :
                        (bin == 4'h8) ? 7'b0000000 :
                        (bin == 4'h9) ? 7'b0011000 :
                        (bin == 4'ha) ? 7'b0001000 :
                        (bin == 4'hb) ? 7'b0000011 :
                        (bin == 4'hc) ? 7'b1000110 :
                        (bin == 4'hd) ? 7'b0100001 :
                        (bin == 4'he) ? 7'b0000110 :
                        (bin == 4'hf) ? 7'b0001110 :
                        7'b1111111;
endmodule
==> Changelog: implementation <==
### Changed

- Outcome: finished, final reports clean
- Count of max-cap constraint violations: 0
- Quantity of I/O buffers inserted on ports: 93
- Aggregate negative setup slack: 0 ps
- Pre-Repair DR Iteration Count: 4
- Largest register FFs: 56
- Worst setup margin: 617.3 ps
- Share of the clock period used by the worst path after layout: 74.28%
- Dpl cells: 475
- Slowest cell on crit path: sky130_fd_sc_hd__clkdlybuf4s50_1
- Hold/Removal Path Class: input pin to flip-flop
- Achievable Freq: 561.0 MHz
- Path type of the worst setup path: input pin to flip-flop
- Tightest hold margin: 1010 ps
- Maximum number of pins on one net before global-route repair: 18
- Layout cells sized above 1: 5.512%
- Startpoint class of the critical path: input pin
- Area figure in the yosys stat output: 0.003313 mm^2
- Worst-case setup slack after placement: 298.8 ps
- Delay of the slowest cell on the worst path: 710 ps
- CTS hold repair buffers: 0
- Antenna violations before repair: 0
- Largest area contributor in the synthesized netlist: sky130_fd_sc_hd__edfxtp_1
- Number of flops mapped to enable cells by yosys: 56
- DRC violation count after routing: 0
- Area of placed instances: 0.004204 mm^2
- Total clock buffers created by CTS: 5
- Root buffer cell: sky130_fd_sc_hd__clkbuf_8
- Share of async-settable or async-resettable flops after synthesis: 0%
- Clock-pin transition on the worst setup and hold timing paths: 100 ps
- Final WL: 5920 um
- Starting utilization of the core area: 42.01%
- Worst-path maximum fanout: 13
- Signal arrival time at the worst endpoint: 1850 ps
- Leakage dissipation: 1.519 nW
- Total vias in the final route: 2,499
- Yosys Warn Count: 1
- Main area contributors: sky130_fd_sc_hd__edfxtp_1, sky130_fd_sc_hd__mux2i_1, sky130_fd_sc_hd__o21ai_0
- Setup repair after global routing missed its margin: no
- Avg Inst Size Synth: 10.72 um^2
- Number of cells in the yosys synthesis report: 309
- Routability congestion estimate from global placement: 0.8074
- Top post-synthesis cells by count: sky130_fd_sc_hd__edfxtp_1, sky130_fd_sc_hd__o21ai_0, sky130_fd_sc_hd__a21oi_1
- Unique masters post-synth: 39
- Max Transition Viols Final: 0
- Endpoint type of the worst setup path: flip-flop
- Detail Route Antenna Nets: 0
- Count of final hold-check violations: 0
- Placeable core area: 0.007888 mm^2
- Number of levels in the clock H-tree: 2
- Critical Path, Cell by Cell: clkdlybuf4s50_1, and2b_1, o2bb2ai_1, mux2_4
- Die span in y: 93.01 um
- Die X: 93.01 um
- Slew at the pin closest to its max-slew limit: 504.3 ps
- Placed wire-length estimate after detailed placement: 4236 um
- Total of cells resized after clock tree synthesis: 0
- Mean routed wirelength per cell: 12.26 um
- Number of cells in the finished layout apart from fillers: 483
- Cell Rows: 32
- Flops & latches, synth: 56
- Wire length of the first global-routing pass: 9411 um
- Io pins: 95
- Area of the die: 0.008651 mm^2
- Post-Synthesis Cells: 309
- Required arrival time at the worst endpoint: 2470 ps
- Via density per instance: 5.174
- Final setup viols: 0
- Post-route minimum period: 1783 ps
- Number of DRC markers in iteration 0: 69
- VDD IR-drop max: 0.2798 mV
- Post-synthesis cell area: 0.003313 mm^2
- Max-slew headroom: 66.27%
- # clock sinks: 56
- Total congestion overflow: 0
- Post-CTS setup buffers: 0
- Post-route cell area: 0.004315 mm^2
- CTS tree: done
- Global-route usage over all layers: 14.20%
- Top area contributor share: 50.76%
- Predominant post-synthesis flop cell: sky130_fd_sc_hd__edfxtp_1
- Longest Clk Path Bufs: 2
- Warning total across the stage logs: 25
- Vias in the first global route: 1,960
- N_diodes: 0
- Count leader, synth: sky130_fd_sc_hd__edfxtp_1
- Post-synthesis to final-layout area growth: 30.25%
- Seq/Total Area, Yosys: 50.76%
- Areal power density over the cells: 521.2 mW/mm^2
-- layout make-up --
class	instances	area, um^2
tap	102	127.6
multi-input combinational	216	1415
fill	688	3572
timing repair buffer	98	968.4
sequential	56	1682
inverter	3	11.26
clock buffer	5	68.82
clock inverter	3	42.54
-- critical path: cells and delay by family --
kind	cells	cell delay (ps)
multiplexers	1	260
buffers and inverters	1	710
AND/OR/NAND/NOR	1	270
AND-OR/OR-AND	1	130
-- logic make-up after synthesis --
| family | share of synthesized area (%) |
|---|---|
| multiplexers | 5.438 |
| AND/OR/NAND/NOR | 18.28 |
| AND-OR/OR-AND | 15.97 |
| buffers and inverters | 6.533 |
| other | 0.1132 |
| flip-flops | 50.76 |
| XOR/XNOR | 2.908 |
-- placed cells by master (no fill, tap or decap), drive strengths merged, types with 2 or more instances in the layout --
master / instances
a21o: 6
clkdlybuf4s50: 93
nor2: 14
o22ai: 5
inv: 3
nor3b: 8
and2: 4
or2b: 4
buf: 5
nand2: 16
edfxtp: 56
and2b: 4
o211ai: 4
a21oi: 23
clkbuf: 5
and3b: 2
a31oi: 6
a211oi: 6
mux2: 4
o2bb2ai: 4
xor2: 9
nand4b: 12
o21ai: 27
nand3: 14
nor2b: 8
a221o: 2
mux2i: 12
nand2b: 9
nor3: 5
o31a: 2
xnor2: 2
-- power by group --
part / total [mW] / switching [mW] / internal [mW]
Sequential: 1.19 / 0.0189 / 1.17
Clock: 0.612 / 0.303 / 0.309
Combinational: 0.452 / 0.185 / 0.267
-- metal layers --
metal  up-vias  wire (um)  track usage [%]
met2        70       2592            20.53
met4         0         75            1.410
li1       1290          -                -
met3         6        384            3.557
met5         -          0                0
met1      1133       2868            23.83
-- through the flow --
step | power (mW) | util (%)
4_1_cts | 2.279 | 54.71
5_1_grt | 2.364 | 54.71
6_report | 2.249 | 54.71
3_5_place_dp | 1.663 | 53.30
2_1_floorplan | 1.435 | -
3_3_place_gp | 1.660 | 53.30
-- path summary, 6_finish.rpt --
path,from,endpoint,slack [ps],cells past startpoint
min,rv32_wdata[31],r.regs[7].r.sevenseg[5]$_SDFFCE_PP0P_,1010,2
max,rv32_wdata[18],r.regs[4].r.sevenseg[0]$_SDFFCE_PP0P_,620,4
Power and IR drop assume default switching activity.
